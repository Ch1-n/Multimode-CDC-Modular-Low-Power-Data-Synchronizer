==> /design/flow/run.sh <==
#!/bin/bash
# OpenROAD 26Q1-2900-gdf79404cd8, Yosys 0.63+post, stock flow scripts
make -C /OpenROAD-flow-scripts/flow DESIGN_CONFIG=/design/flow/config.mk WORK_HOME=/design/flow/orfs finish
==> /design/flow/config.mk <==
export PLATFORM = sky130hd
export DESIGN_NAME = sync_fifo
export DESIGN_NICKNAME = sync_fifo
export VERILOG_FILES = /design/flow/design.v
export SDC_FILE = /design/flow/constraint.sdc
export NUM_CORES = 4
export LEC_CHECK = 1
export CORE_UTILIZATION = 40
==> /design/flow/constraint.sdc <==
current_design sync_fifo

set clk_period 5.1
set clk_io_pct 0.2

create_clock -name clk0 -period $clk_period [get_ports {clk}]

set non_clock_inputs [all_inputs -no_clocks]
set_input_delay [expr $clk_period * $clk_io_pct] -clock clk0 $non_clock_inputs
set_output_delay [expr $clk_period * $clk_io_pct] -clock clk0 [all_outputs]
==> /design/flow/design.v <==
module sync_fifo (clk, rst, wirte_enable, read_enable, write_data, read_data,empty, full);
  input       clk;
  input       rst;
  input       wirte_enable;
  input       read_enable;
  input [7:0] write_data;
  output      empty;
  output      full;
  output [7:0] read_data;
  reg    [7:0]  mem[15:0];  
  reg    [7:0]  read_data;
  wire   [3:0]  write_addr_a, read_addr_a;  
  reg    [4:0]  write_addr_e, read_addr_e;  
  assign write_addr_a = write_addr_e[3:0];
  assign read_addr_a  = read_addr_e[3:0];
  always @ (posedge clk, negedge rst )  begin
    if(!rst) begin
      read_addr_e <= 5'b0;
    end else begin
      if(empty == 0 && read_enable == 1) begin  
        read_data <= mem[read_addr_a];
        read_addr_e <= read_addr_e + 1;
      end
    end
  end  
      always @ (posedge clk , negedge rst) begin
        if (!rst) begin
          write_addr_e <= 5'b0;
        end else begin
          if(full == 0 && wirte_enable == 1) begin  
            mem[write_addr_a] <= write_data;
            write_addr_e <= write_addr_e + 1;
          end
        end
      end  
      assign empty = (read_addr_e == write_addr_e)  ? 1 : 0;
      assign full = (read_addr_e[4] != write_addr_e[4] && read_addr_e[3:0] == write_addr_e[3:0])  ? 1:  0;
endmodule 
==> notes.md <==
run metrics: outcome=finished, final reports clean, FF+latch count, synth=146, # port buffers=21, Setup-failing EPs final=0, worst-path maximum fanout=12, dominant synthesized flop cell=edfxtp_1, slew margin rel.=56.9%, Complex Gates by Area=just over 10%, most common cell in the netlist=edfxtp_1, fin area=0.00712 mm², R2R Path End=read_data[0], Synth cell types=54, worst slack, placed=2090 ps, H-tree Lvls=4, # rows=about 44, synthesized cell area=0.00600 mm², floorplan utilization=41.1%, Worst EP required=4080 ps, mux share=roughly 3.7%, yosys stat chip area=between 0.006 and 0.007 mm², IO Pins=22, slowest stage delay, CP=690 ps, Leak Pwr=about 2.3 nW, initial DRC count=roughly 330, FILL cells=1169, Max Clk Rate=311 MHz, Pre-antenna DRT Iters=4, peak supply drop=499 µV, OpenROAD warnings=31, top cells by count=edfxtp_1 (136), nand2_1 (18), a22oi_1 (15), Area after DPL=roughly 0.0065 mm², largest net degree at the start of global routing=55, final hold viol count=0, hold path depth=1, slowest library cell on the worst path=dfrtp_1, first-pass GRT wire length=about 21000 µm, routability cong.=0.825, post-CTS setup repair buffer count=0, TritonCTS buffer count=17, Final Max-Slew Violation Tally=0, Tcrit/Tclk final=63.0%, Hold Crit Start=read_addr_e[4], CTS Sinks=146, drt wl/cell=21.7 µm, CTS Hold Bufs=0, Post-synth seq share=between 70% and 80%, Die Y=124 µm, Clock Tree Root=clkbuf_16, Total Routed Length=13500 µm, hold path endpoint=read_addr_e[4], WP buf/inv=1, fa+ha+maj area frac=1.67%, Avg Inst Size Synth=15.4 µm², PD cells=566 mW/mm², Basic Gates by Area=7.03%, CP Launch Type=flip-flop, WP data arrival=2190 ps, Worst R2R Setup Slack=2490 ps, XOR/XNOR share of the synthesized area=about 2%, share of the synthesized area in the top cell type=68.0%, worst r2r src=read_addr_e[0], total track usage=19.6%, Post-CTS Resized=0, die x size=124 µm, clock skew=6.17 ps, drt drc=0, Clock Pin Slew Worst Setup and Hold Paths=60 ps, clock tree buffer depth=2, critical path, cell by cell=xnor2_1 -> nand4_4 -> nor2_1 -> clkdlybuf4s50_1, ys cells=389, Fin Setup TNS=0 ps, main logic family after synthesis=AND-OR/OR-AND gates, initial antenna violation count=0, share of layout cells above drive strength 1=approximately 17%, CP Class=reg2out, crit path time final=approximately 3200 ps, Hold Path Class=reg2reg, CTS tree=built, vias in the first global route=around 3700, Yosys Warn Count=2, Crit path max-delay family=flip-flops, die area=around 0.015 mm², HPWL after detailed placement=8040 µm, antenna cells=0, core box area=0.0146 mm², worst setup margin=between 1500 and 2000 ps, crit path capture type=output port, largest area contributor in the netlist=edfxtp_1, vias per cell=5.65, vias=between 3000 and 4000, max-cap check violation count=0, Post-Synthesis Cells=389, Clock Latency Late Sink=420 ps, worst r2r path cells=7, Tightest Pin Transition=645 ps, ANT nets after route=0, Top area cell types=edfxtp_1 (68%), dfrtp_1 (4.2%), xnor2_1 (1.9%), a22oi_1 (1.9%), mux2i_1 (1.8%), RSZ-0062 raised after global routing=false, Async S/R FF share, synth=6.85%, synth-to-layout area growth=18.6%, Post-synth EDFFs=136, GRT overflow=0
-- report_power, final --
group | switching (W) | internal, W
clock | 0.000483 | 0.000724
combinational | 0.000790 | 0.000476
sequential | 0.0000946 | 0.00146
-- sequential cells by signal (all words and copies together) (netlist names) --
signal and cells:
mem 128, read_addr_e 5, read_data 8, write_addr_e 5
-- how the worst max path moves through the flow --
stage / endpoint / slack, ps / start / cells after the start
6_report: empty / 1890 / write_addr_e[3] / 4
5_1_grt: empty / 1730 / write_addr_e[3] / 4
4_1_cts: empty / 1880 / write_addr_e[3] / 4
-- placed cells by master (no fill, tap or decap), drive strengths merged, types with 4 or more instances in the layout --
cell,n
clkbuf,17
and3,4
nand2,18
mux2i,11
xnor2,13
inv,17
clkinv,9
nand3,11
a22oi,15
nor3,11
nor2,14
clkdlybuf4s50,21
ha,8
dfrtp,10
a221oi,7
edfxtp,136
o21ai,16
nand3b,4
nor4,8
buf,23
o211ai,5
a31oi,7
mux4,4
a21oi,13
o2111ai,5
-- per-stage QoR --
step	hold WS [ps]	util, %	total power (W)	instances
detailed placement	525	44.8	0.00284	592
CTS	538	48.8	0.00405	624
floorplan	502	-	0.00243	389
global route	564	48.8	0.00423	624
finish	534	48.8	0.00403	624
global placement	531	44.8	0.00282	592
-- final cells by class --
class / count / area [µm²] / area share (%)
Clock buffer: 17 / 425 / 5.98
Clock inverter: 15 / 159 / 2.23
Inverter: 14 / 52.6 / 0.738
Multi-Input combinational cell: 204 / 1530 / 21.5
Sequential cell: 146 / 4340 / 60.9
Tap cell: 184 / 230 / 3.23
Timing Repair Buffer: 44 / 383 / 5.38
-- routing by layer --
layer  track usage, %  part of all wire [%]  up-vias
li1                 -                     -     1621
met3             15.0                    16       20
met5                0                     0        -
met2             27.7                    44      205
met1             25.6                    38     1678
met4             2.98                   1.7        0
-- logic make-up (layout without fill, tap and decap cells) --
kind of cell,after synthesis,in the layout
XOR/XNOR,14,14
multiplexers,17,17
AND-OR/OR-AND,86,86
flip-flops,146,146
adder cells (fa/ha/maj),8,8
AND/OR/NAND/NOR,79,79
buffers and inverters,39,90
No activity file was given, so power comes from the tool's default toggle rates.
