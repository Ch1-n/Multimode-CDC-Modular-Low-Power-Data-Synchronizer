===== flow/design.v =====
module asy_fifo#(
    parameter   WIDTH = 8,
    parameter   DEPTH = 8
)(
    input   [WIDTH - 1 : 0] wr_data,
    input                   wr_clk,
    input                   wr_rstn,
    input                   wr_en,
    input                   rd_clk,
    input                   rd_rstn,
    input                   rd_en,
    output    reg              fifo_full,
    output    reg             fifo_empty,
    output  reg [WIDTH - 1 : 0] rd_data
);
    reg [$clog2(DEPTH) : 0]  wr_ptr, rd_ptr;
    reg [WIDTH - 1 : 0] fifo    [DEPTH - 1 : 0];
    always @ (posedge wr_clk or negedge wr_rstn) begin
        if(!wr_rstn)
            wr_ptr <= 0;
        else if(wr_en && !fifo_full) begin
            fifo[wr_ptr] <= wr_data;
            wr_ptr <= wr_ptr + 1;
        end
        else
            wr_ptr <= wr_ptr;
    end
    always @ (posedge rd_clk or negedge rd_rstn) begin
        if(!rd_rstn) begin
            rd_ptr <= 0;
            rd_data <= 0;
        end
        else if(rd_en && !fifo_empty) begin
            rd_data <= fifo[rd_ptr];
            rd_ptr <= rd_ptr + 1;
        end
        else
            rd_ptr <= rd_ptr;
    end
    wire [$clog2(DEPTH) : 0] wr_ptr_g;
    wire [$clog2(DEPTH) : 0] rd_ptr_g;
    assign wr_ptr_g = wr_ptr ^ (wr_ptr >>> 1);
    assign rd_ptr_g = rd_ptr ^ (rd_ptr >>> 1);
    reg [$clog2(DEPTH) : 0] wr_ptr_gr, wr_ptr_grr;
    reg [$clog2(DEPTH) : 0] rd_ptr_gr, rd_ptr_grr;
    always @ (posedge rd_clk or negedge rd_rstn) begin
        if(!rd_rstn) begin
            wr_ptr_gr <= 0;
            wr_ptr_grr <= 0;
        end
        else begin
            wr_ptr_gr <= wr_ptr_g;
            wr_ptr_grr <= wr_ptr_gr;
        end
    end
    always @ (posedge wr_clk or negedge wr_rstn) begin
        if(!wr_rstn) begin
            rd_ptr_gr <= 0;
            rd_ptr_grr <= 0;
        end
        else begin
            rd_ptr_gr <= rd_ptr_g;
            rd_ptr_grr <= rd_ptr_gr;
        end
    end
    always @ (posedge wr_clk or negedge wr_rstn) begin
        if(!wr_rstn)
            fifo_full <= 0;
        else if((wr_ptr_g[$clog2(DEPTH)] != rd_ptr_grr[$clog2(DEPTH)]) && (wr_ptr_g[$clog2(DEPTH) - 1] != rd_ptr_grr[$clog2(DEPTH) - 1]) && (wr_ptr_g[$clog2(DEPTH) - 2 : 0] == rd_ptr_grr[$clog2(DEPTH) - 2 : 0]))
            fifo_full <= 1;
        else
            fifo_full <= 0;
    end
    always @ (posedge rd_clk or negedge rd_rstn) begin
        if(!rd_rstn)
            fifo_empty <= 0;
        else if(wr_ptr_grr[$clog2(DEPTH) : 0] == rd_ptr_g[$clog2(DEPTH) : 0])
            fifo_empty <= 1;
        else
            fifo_empty <= 0;
    end
endmodule

===== flow/run.sh =====
#!/bin/bash
# OpenROAD 26Q1-2900-gdf79404cd8, Yosys 0.63+post, stock flow scripts
make -C /OpenROAD-flow-scripts/flow DESIGN_CONFIG=/design/flow/config.mk WORK_HOME=/design/flow/orfs finish

===== flow/config.mk =====
export PLATFORM = sky130hd
export DESIGN_NAME = asy_fifo
export DESIGN_NICKNAME = asy_fifo
export VERILOG_FILES = /design/flow/design.v
export SDC_FILE = /design/flow/constraint.sdc
export NUM_CORES = 4
export LEC_CHECK = 1
export CORE_UTILIZATION = 40

===== flow/constraint.sdc =====
current_design asy_fifo

set clk_period 2.5
set clk_io_pct 0.2

create_clock -name clk0 -period $clk_period [get_ports {rd_clk}]
create_clock -name clk1 -period $clk_period [get_ports {wr_clk}]

set non_clock_inputs [all_inputs -no_clocks]
set_input_delay [expr $clk_period * $clk_io_pct] -clock clk0 $non_clock_inputs
set_output_delay [expr $clk_period * $clk_io_pct] -clock clk0 [all_outputs]

==> summary.txt <==
run metrics: Worst-path clk slew 70 ps, yosys xor share 2.935%, Avg WL per Cell 17.81 microns, GR Overflow Total 0, ys flops 98, portion of total power attributed to combinational logic 32.0%, Antenna Cells 0, YS warnings 2, Core Area 0.009328 sq mm, Lkg Pwr 1.709 nW, internal power 3.424 mW, number of port buffers 22, RSZ-0062 raised after global routing no, Ports 24, Area Growth Syn to Fin 14.94%, CP endpoint kind flip-flop, Die ar. 0.01009 sq mm, Synth area leaders edfxtp_1 50%, dfrtp_1 22%, ha_1 5.2%, OpenROAD warning count 36, CTS Sinks 98, Non-Filler Instances 402, critical path peak fanout 16, Routed Antenna Nets 0, DRC Markers 0, worst slack, placed 330.2 ps, Simple-Gate Area Share 5.355%, register share after synthesis 71.48%, All-Layer GR Usage 16.23%, mapped cell area 0.003879 sq mm, Switching Fraction 32.05%, largest net degree at the start of global routing 22, Hold Path Class flip-flop to flip-flop, Slew headroom 67.63%, Power Density 1130 mW/mm^2, sequential share of power 45.0%, postcts setup bufs 0, Syn Area/Cell 16.30 sq um, yosys adder share 5.161%, CTS tree yes, Tightest Pin Transition 484.6 ps, mux frac, synth 2.613%, FP Util 41.58%, Die Y 100.5 microns, first-pass GRT wire length 11310 microns, # Cells Yosys 238, Clock Skew 13.91 ps, Max Slew Vio Count 0, drt pass-1 iters 4, area leader, netlist edfxtp_1, worst path arrival time 2330 ps, # fillers 804, final hold slack 350.8 ps, Main synth FF type edfxtp_1, CP Data Required Time 2660 ps, Largest logic family AND-OR/OR-AND gates, Hold-fix buffers, CTS 0, Inst Count DP 382, Final Wtd Congestion 0.8180, die span in x 100.5 microns, Post-synth ARST share 34.69%, post-CTS sizing 0, drt initial violations 89, Psw 1.615 mW, vias in the first global route 2089, initial antenna violation count 0, Via density 5.042, total chip power 5.039 mW, worst ir drop on vdd 0.0004173 V, distinct cell type count after synthesis 36, final worst slack 335.6 ps, via count 2027, Yosys chip area 0.003879 sq mm, Synth Instances 238, Finish-stage setup viols 0, routed wire length 7161 microns, critical path class flip-flop to flip-flop, clock power share 22.9%, max_cap viols 0, Post-synth EDFFs 64, AO/OA Area Share 9.419%, std cell rows 35, post-DP HPWL 4920 microns, outcome complete, no violations, total negative slack 0 ps, share of layout cells above drive strength 1 14.29%, final hold violation count 0, CP startpoint kind flip-flop, Max-area cell share 49.55%
-- cell usage in the layout (no fill, tap or decap), types with 3 or more instances in the layout --
cell	synthesis	routed
nor2_1	10	10
clkdlybuf4s50_1	0	22
ha_1	16	16
a22oi_1	8	8
o211a_1	7	7
buf_4	3	5
a221oi_1	7	7
inv_1	6	6
clkinv_4	0	3
mux2_2	9	9
edfxtp_1	64	64
xor2_1	7	7
nand2_1	11	11
and3_1	9	9
clkbuf_8	0	12
xnor2_1	6	6
a22o_1	7	7
o31ai_1	6	6
dfrtp_1	34	34
-- layout make-up --
class / instances / area [sq um] / share of cell area, %
clock inverters: 8 / 86.33 / 1.937
clock buffers: 12 / 165.2 / 3.705
multi-input cells: 121 / 988.4 / 22.17
flip-flops and latches: 98 / 2773 / 62.19
well taps: 129 / 161.4 / 3.621
repair buffers: 27 / 257.7 / 5.782
inverters: 7 / 26.28 / 0.5894
-- state kept, by name (all words and copies together), names as in the netlist --
name and count:
fifo 64, fifo_empty 1, fifo_full 1, rd_data 8
rd_ptr 4, rd_ptr_gr 4, rd_ptr_grr 4, wr_ptr 4
wr_ptr_gr 4, wr_ptr_grr 4
-- worst max-delay path, stage by stage, from the launching register on --
cell	delay, ps
dfrtp_1	450
inv_1	110
ha_1	340
nor2b_4	200
or4_4	530
and3_1	230
o31ai_1	220
-- stage by stage --
stage / util (%) / instance area [sq um]
3_5_place_dp: 45.10 / 4207
4_1_cts: 47.79 / 4458
3_3_place_gp: 45.10 / 4207
6_report: 47.79 / 4458
2_1_floorplan: - / 3879
5_1_grt: 47.79 / 4458
-- synthesized netlist by cell type, types with 3 or more instances --
| master | instances |
|---|---|
| a221oi_1 | 7 |
| a22o_1 | 7 |
| a22oi_1 | 8 |
| and3_1 | 9 |
| buf_1 | 3 |
| buf_4 | 3 |
| buf_6 | 3 |
| dfrtp_1 | 34 |
| edfxtp_1 | 64 |
| ha_1 | 16 |
| inv_1 | 6 |
| mux2_2 | 9 |
| nand2_1 | 11 |
| nor2_1 | 10 |
| o211a_1 | 7 |
| o31ai_1 | 6 |
| xnor2_1 | 6 |
| xor2_1 | 7 |
-- layer usage --
metal | vias up | part of all wire [%] | track usage, %
li1 | 953 | - | -
met1 | 997 | 45 | 24.00
met2 | 60 | 45 | 24.08
met3 | 17 | 7.4 | 6.911
met4 | 0 | 2.8 | 3.790
met5 | - | 0 | 0
-- worst paths after layout --
kind	start	to	slack, ps	cells after the start
setup / recovery	rd_ptr[1]	rd_data[7]	340	6
hold / removal	wr_ptr_gr[1]	wr_ptr_grr[1]	350	0
setup reg to reg	rd_ptr[1]	rd_data[7]	340	6
hold reg to reg	wr_ptr_gr[1]	wr_ptr_grr[1]	350	0
max in group clk1	wr_en	fifo[2][6]	730	4
max in group asynchronous	rd_rstn	rd_data[4]	1720	2
min in group clk1	rd_ptr_gr[2]	rd_ptr_grr[2]	350	0
min in group asynchronous	wr_rstn	wr_ptr[3]	490	2
-- cells by family after synthesis --
kind of cell	after synthesis
and+or+nand+nor	40
adders and majority gates	16
xor gates and xnor gates	13
muxes	9
buffers and inverters	19
AOI/OAI and AO/OA	43
DFF	98
-- power by group through the flow --
| stage | clock (mW) | sequential, mW | combinational (mW) |
|---|---|---|---|
| after CTS | 1.19 | 2.27 | 1.63 |
| after global routing | 1.24 | 2.31 | 1.81 |
| final | 1.15 | 2.27 | 1.61 |
Power is estimated from default activity; no workload was simulated.
